==> design/flow/design.v <==
module adder_a(clk, n1, n2, sum_i);
	input clk;
	input [15:0] n1;
	input [15:0] n2;
	output [16:0] sum_i;
	reg [16:0] sum_i;
	wire [16:0] sum_i_next;
	assign sum_i_next = (n1[15:0] + n2[15:0]);
	always@(posedge clk)	
	begin
		sum_i <= sum_i_next;
	end
endmodule
==> design/flow/run.sh <==
#!/bin/bash
# OpenROAD 26Q1-2900-gdf79404cd8, Yosys 0.63+post, stock flow scripts
make -C /OpenROAD-flow-scripts/flow DESIGN_CONFIG=/design/flow/config.mk WORK_HOME=/design/flow/orfs finish
==> design/flow/config.mk <==
export PLATFORM = sky130hd
export DESIGN_NAME = adder_a
export DESIGN_NICKNAME = adder_a
export VERILOG_FILES = /design/flow/design.v
export SDC_FILE = /design/flow/constraint.sdc
export NUM_CORES = 4
export LEC_CHECK = 1
export CORE_AREA = 10 10 79 79
export DIE_AREA = 0 0 89 89
==> design/flow/constraint.sdc <==
current_design adder_a

set clk_period 8.2
set clk_io_pct 0.2

create_clock -name clk0 -period $clk_period [get_ports {clk}]

set non_clock_inputs [all_inputs -no_clocks]
set_input_delay [expr $clk_period * $clk_io_pct] -clock clk0 $non_clock_inputs
set_output_delay [expr $clk_period * $clk_io_pct] -clock clk0 [all_outputs]
==> qor.yml <==
drt_iter0_drc: 58
port_buffers: 49
whs_path_depth: 2
holdPathEnd: "sum_i[0]"
dr.pass1.iters: 4
vias: 1061
cts_made_buffers: 3
ys.warnings.count: 1
drive_gt1_frac: 0.0581
worst-setup-path-type: "in -> reg"
top_cells_by_area: "dfxtp_1 (28%), ha_1 (17%), a21o_1 (5.6%)"
max_clock_freq_ghz: 0.278
cp.arrival_ps: 3730
cts_resized: 0
ctsHoldBuffers: 0
top_cell_area_share: 0.285
largest_area_cell: "dfxtp_1"
synthAdderAreaFrac: 0.184
logic_area_um2: 796
ir_drop_mv: 0.0472
most_common_cell: "dfxtp_1"
mux_share: 0
min_period_ps: 3590
startpoint_type: "primary input"
ys_cells: 127
netlist_top_cells_count: "dfxtp_1 (17), ha_1 (16), a21o_1 (9)"
clk_pin_slew_ps: 70
viasPerCell: 4.69
grt_pass1_wl_mm: 4.62
syn_inst: 127
maxSlewHeadroom: 0.672
avgSynthCellArea_um2: 9.42
largest_reg_flops: 17
cts-root-buf: "clkbuf_8"
largest_register: "sum_i"
die_y_um: 89
seq_area_um2: 340
clockBufferDepth: 2
rsz0062_at_grt: "no"
hold_viol_final: 0
core.rowCount: 25
overflow: 0
tightest_slew_ps: 490
path_cells: "clkdlybuf4s50_1 -> ha_1 -> fa_1 -> a21o_1 -> a221oi_2 -> o21ai_2 -> a21oi_2 -> o21ai_0"
cts_tree: "built"
cts_setup_buffers: 0
simple_gate_share: 0.122
path_max_fanout: 3
synthArstFlopShare: 0
compound_area_frac: 0.286
slowest_stage: "clkdlybuf4s50_1"
cts.sinks: 17
grt_usage: 0.0722
ys.flops: 17
hp-start: "n2[0]"
ant_nets: 0
chipArea_um2: 7920
warnings: 25
xor_share: 0.0732
period_used_share: 0.438
grt_max_degree: 12
holdWs_ps: 1990
floorplan.core_util: 0.257
outcome: "finished, final reports clean"
drv_cap: 0
synth_area_um2: 1200
die_w_um: 89
ys.flop_type: "dfxtp_1"
drt-total-wl_mm: 3.01
hpwl_mm: 2.50
drc: 0
min_path_type: "in -> reg"
cp_data_required_time_ps: 8340
syn_to_final_growth_pct: 46.8
synthDistinctLibCells: 40
n_fill_cell: 467
reg.largest.list: "sum_i (17)"
synth_seq_share: 0.285
synthTopLogicFamily: "AND-OR/OR-AND gates"
antenna_found_initial: 0
end_kind: "register"
worst_path_largest_cell_delay_ps: 400
setup-violations-final: 0
core_um2: 4660
gp_congestion: 0.848
leakage_nw: 0.753
cts-htree-levels: 1
maxSlewViolCount: 0
diodes: 0
yosys_area_um2: 1200
grt_pass1_vias: 991
wl_per_cell_um: 13.3
setup_tns_ps: 0
enable_flop_cells: 0
p_per_area_nw_per_um2: 157
pin_count: 50
## layout by cell type (no fill, tap or decap), types with 6 or more instances in the layout
cell / Yosys / layout
a21o_1: 9 / 9
a21oi_1: 6 / 6
clkdlybuf4s50_1: 0 / 49
dfxtp_1: 17 / 17
ha_1: 16 / 16
xnor2_1: 6 / 6
## cell families after synthesis
family,Yosys count
AND-OR/OR-AND,44
XOR/XNOR,10
adder cells (fa/ha/maj),17
buffers and inverters,12
flip-flops,17
AND/OR/NAND/NOR,27
## area by class of cell
cell class / instances / area share
multi-input combinational: 98 / 0.453
timing repair buffer: 49 / 0.279
clock inverter: 1 / 0.00285
inverter: 4 / 0.00855
tap: 54 / 0.0385
sequential: 17 / 0.194
clock buffer: 3 / 0.0235
## how the worst max path moves through the flow
stage	startpoint	endpoint	slack (ps)	depth (start not counted)
CTS	n1[0]	sum_i[16]	4610	8
global route	n1[0]	sum_i[14]	4440	7
finish	n1[0]	sum_i[16]	4610	8
## metrics by stage
step	cells	util	total power [mW]	setup slack [ps]	instance area, um^2
floorplan	127	-	0.158	4900	1200
global placement	222	0.367	0.218	4370	1710
detailed placement	222	0.367	0.218	4330	1710
CTS	226	0.377	0.282	4610	1760
global route	226	0.377	0.296	4440	1760
finish	226	0.377	0.276	4610	1760
## power by group
| part | switching, mW | internal, mW | total (mW) |
|---|---|---|---|
| Clock | 0.0280 | 0.0336 | 0.0617 |
| Sequential | 0.00385 | 0.0998 | 0.104 |
| Combinational | 0.0420 | 0.0684 | 0.110 |
## critical path, delay by kind of cell
family                     cells  cell delay (ps)
AOI/OAI and AO/OA              5             1050
adders and majority gates      2              630
buffers and inverters          1              400
## metal layers
| metal | up-vias | wire, um | GRT usage |
|---|---|---|---|
| li1 | 577 | - | - |
| met1 | 456 | 1430 | 0.0985 |
| met2 | 26 | 1330 | 0.114 |
| met3 | 2 | 209 | 0.0193 |
| met4 | 0 | 40 | 0.0116 |
| met5 | - | 0 | 0 |
Power figures rest on the tool's default switching activity, not on a simulated workload.
