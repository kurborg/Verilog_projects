<file path="flow/run.sh">
#!/bin/bash
# OpenROAD 26Q1-2900-gdf79404cd8, Yosys 0.63+post, stock flow scripts
make -C /OpenROAD-flow-scripts/flow DESIGN_CONFIG=/design/flow/config.mk WORK_HOME=/design/flow/orfs finish
</file>
<file path="flow/config.mk">
export PLATFORM = sky130hd
export DESIGN_NAME = adder_b
export DESIGN_NICKNAME = adder_b
export VERILOG_FILES = /design/flow/design.v
export SDC_FILE = /design/flow/constraint.sdc
export NUM_CORES = 4
export LEC_CHECK = 1
export CORE_AREA = 10 10 92 92
export DIE_AREA = 0 0 102 102
</file>
<file path="flow/constraint.sdc">
current_design adder_b

set clk_period 4.3
set clk_io_pct 0.2

create_clock -name clk0 -period $clk_period [get_ports {clk}]

set non_clock_inputs [all_inputs -no_clocks]
set_input_delay [expr $clk_period * $clk_io_pct] -clock clk0 $non_clock_inputs
set_output_delay [expr $clk_period * $clk_io_pct] -clock clk0 [all_outputs]
</file>
<file path="flow/design.v">
module adder_b(clk, n1, n2, sum);
	input clk;
	input [15:0] n1;	
	input [15:0] n2;	
	output [16:0] sum;	
	reg [16:0] sum;	
	wire [8:0] sum_LSB;	
	reg [8:0] sum_LSB_1;	
	reg [15:8] n1_reg1;	
	reg [15:8] n2_reg1;	
	wire [16:8] sum_MSB;	
	wire [16:0] sum_next;
	assign sum_LSB = (n1[7:0] + n2[7:0]);  
	always@(posedge clk)	
	begin
		sum_LSB_1 <= sum_LSB;		 
		n1_reg1 <= n1[15:8];		 
		n2_reg1 <= n2[15:8];		 
	end
	assign sum_MSB = (n1_reg1 + n2_reg1 + sum_LSB_1[8]); 
	assign sum_next = {sum_MSB, sum_LSB[7:0]};	
	always@(posedge clk)	
	begin
		sum <= sum_next;
	end
endmodule
</file>
==> run notes <==
Implementation summary

The run finished with clean final reports. The routability congestion estimate is roughly 0.74. The script logs the ratio of routed vias to standard cells as 3.910.

The power report lists cell-internal power as roughly 650 uW. The endpoint arrival time on the critical path is between 2 and 3 ns. The floorplan step set the die width to 102 um. The number of cells reported by Yosys stat comes to about 120. The setup slack of the critical path after layout is between 1.5 and 2 ns. The sum of routed wire length over all layers is 2.803 mm. In this run the worst path has a maximum fanout of 3. Post-CTS repair ended up resizing 0 cells. For this run, the chip area from Yosys synthesis comes to 1378 um^2. The switching portion of total power comes to 0.2185. Per the detail_route report, routed wire per instance is about 11 um. The layout-stage area growth over the synthesis result is 46.14%.

After synthesis the cells add up to approximately 1400 um^2. The count of mapped cells out of synthesis is approximately 120. The warning count from the yosys run is 1. The net load switching power is about 180 uW. For this run, the detailed router's first-pass iteration total came to 3. The share of total power dissipated in the clock network is 0.341. Before CTS, the worst setup slack after placement is between 1 and 1.5 ns.

Synthesis instantiated 29 different standard cells from the library. In the CTS report, the clock slew at the register clock pins of the worst setup and hold paths is listed as about 0.07 ns. The post-CTS repair timing setup buffer count is 0. The time the worst path needs with I/O delays and setup is 2.531 ns. The number of endpoints failing setup at the final stage is 0.

The initial antenna violation count came to 0. The via total after detailed routing is approximately 960. The setup path with the least slack is of type primary input to register. Once detailed placement completed, the half-perimeter wirelength came to roughly 2.4 mm. At the pin with the least slew margin, the transition time is roughly 0.28 ns. The count of nets left with antenna violations once routing finished came out at 0. In this run the clock root is driven by a clkbuf_8. The sort of element at the end of the critical path is a register.

TritonCTS built the clock tree. The highest clock rate is approximately 0.4 GHz. The die span in y is roughly 100 um.

The floorplan-stage core utilization is 0.2133. The required time at the worst-slack endpoint is 4.46 ns. The number of antenna repair diodes is 0. The wire length of the first global-routing pass is roughly 4.9 mm. The power report attributes to the combinational group a share of 0.213. The overall power is around 830 uW. In this run, CTS created clock tree buffers numbering 5. The skew report gives the latency at the later pin of the worst-skew pair as about 0.28 ns. The number of hold-slack violations in the final timing report is 0. In this run the power density over the cells is between 400 and 500 nW/um^2. The number of top-level pins is 50. In this run the tools logged warnings totalling 25. A synthesized cell averages 11.58 um^2. The cell row count is 29. The count of input and output buffers is between 40 and 50. For the final routed database, the setup TNS stands at 0 ns.

The H-tree was split into 2 levels. The number of max-cap violations is 0. The path type of the worst min-delay path is register to register. The post-synth register bit count is 34. The via count of the first global-routing pass is slightly above 1,000.

The number of buffers inserted for hold repair after clock tree synthesis is 0. The fraction of final layout cells with drive strength greater than 1 is 0.07143. The longest clock path from root to sink contains 2 buffers. The maximum number of pins on one net before global-route repair is 12. The global route stage reports its total congestion overflow as 0.

The worst hold slack after final layout is between 0.4 and 0.5 ns. Counting the fill cells in the layout gives about 670. Of the available clock period, the critical path in the final layout requires 0.5887. In this run the static leakage power is around 0.00084 uW. The sequential cell fraction of total power is 0.445.

The final clock skew is around 0.0061 ns. According to the floorplan report, the total die area is 10,400 um^2. Per the log, the first TritonRoute iteration ended with a DRC count of 11. The clock drives 34 sinks. Per the slew report, the remaining headroom to the max-slew limit stands at 0.8155.

The DRC violation total left in the routed layout is recorded as 0. The final max-slew violation count recorded for this run is 0. The global routing report lists combined usage of all routing layers as 0.05812. For this run, the register share of the synthesized area comes to 0.4941. The placeable core region is 6459 um^2.

Setup repair after global routing left no endpoint under its margin. The kind of launch point of the worst setup path is a primary input. Looking at the VDD voltage map, the peak drop is 0.1266 mV.
## registers in the layout, indices dropped and copies added, names as in the netlist
register   flops
sum            9
sum_LSB_1      9
n1_reg1        8
n2_reg1        8
## cells in the mapped netlist
cell type,number,area share
a21o_1,5,0.027
a21oi_1,7,0.025
a21oi_2,2,0.013
a221oi_2,1,0.011
a22oi_1,1,0.0055
a2bb2oi_1,1,0.0064
and3_1,1,0.0045
buf_4,8,0.044
dfxtp_1,34,0.49
fa_1,3,0.044
ha_1,15,0.14
inv_1,3,0.0082
nand2_1,3,0.0082
nand2b_1,2,0.0091
nand3_2,1,0.0073
nand3b_1,1,0.0055
nand4_1,1,0.0045
nor2_1,8,0.022
nor3_1,2,0.0073
o2111a_1,1,0.0082
o211ai_1,1,0.0055
o21a_1,3,0.016
o21ai_1,2,0.0073
o21bai_1,1,0.0055
o221ai_1,1,0.0064
or3_1,1,0.0045
or4b_1,1,0.0073
xnor2_1,5,0.032
xor2_1,4,0.025
## kinds of logic (layout without fill, tap and decap cells)
family,count (synthesis),in the layout,synth area share
and+or+nand+nor,21,21,0.07994
DFF,34,34,0.4941
buffers and inverters,11,60,0.05177
xor gates and xnor gates,9,9,0.05722
AOI/OAI and AO/OA,26,26,0.1372
adders and majority gates,18,18,0.1798
## cells in the final DEF, fill, tap and decap left out, types with 2 or more instances in the layout
cell type and count:
dfxtp_1 34, clkinv_2 2, inv_1 3, xor2_1 4
ha_1 15, nor2_1 8, clkbuf_8 5, o21ai_1 2
a21oi_2 2, fa_1 3, a21o_1 5, o21a_1 3
clkdlybuf4s50_1 49, nand2_1 3, a21oi_1 7, nand2b_1 2
xnor2_1 5, nor3_1 2
## per-stage QoR
stage / cells / instance area, um^2 / utilization
after floorplan: 119 / 1378 / -
after CTS: 245 / 2013 / 0.3117
after global placement: 237 / 1904 / 0.2948
after detailed placement: 237 / 1904 / 0.2948
after global routing: 245 / 2013 / 0.3117
final: 245 / 2013 / 0.3117
## power by group through the flow
stage                 Sequential (uW)  Clock [uW]  Combinational, uW
final                             368         282                176
after CTS                         369         295                181
after global routing              373         312                201
## area by class of cell
type / instances / area (um^2) / area share
multi-input combinational: 74 / 625.6 / 0.3108
timing repair buffer: 49 / 490.5 / 0.2436
clock inverter: 3 / 40.04 / 0.01989
inverter: 3 / 11.26 / 0.005594
tap: 77 / 96.34 / 0.04786
clock buffer: 5 / 68.82 / 0.03418
sequential: 34 / 680.7 / 0.3381
## worst max-delay path, stage by stage
cell and delay, ns:
clkdlybuf4s50_1 0.40, ha_1 0.23, fa_1 0.40, a21o_1 0.19
a21oi_1 0.26, a2bb2oi_1 0.25, a21oi_1 0.10
## per-layer routing
metal,routed length [um],track usage,vias to the layer above
met1,1219,0.06937,420
met4,58,0.01302,0
met5,0,0,-
met3,315,0.03340,4
li1,-,-,504
met2,1210,0.08938,30
## path summary, 6_finish.rpt
kind                  endpoint  slack, ns  depth (start not counted)    startpoint
setup reg to reg       sum[16]       2.50                          5  sum_LSB_1[8]
hold reg to reg         sum[8]       0.50                          1    n2_reg1[8]
hold / removal          sum[8]       0.50                          1    n2_reg1[8]
setup / recovery  sum_LSB_1[8]       1.77                          7         n1[0]
Power and IR drop assume default switching activity.
