File: flow/run.sh
#!/bin/bash
# OpenROAD 26Q1-2900-gdf79404cd8, Yosys 0.63+post, stock flow scripts
make -C /OpenROAD-flow-scripts/flow DESIGN_CONFIG=/design/flow/config.mk WORK_HOME=/design/flow/orfs finish
File: flow/config.mk
export PLATFORM = sky130hd
export DESIGN_NAME = cla4
export DESIGN_NICKNAME = cla4
export VERILOG_FILES = /design/flow/design.v
export SDC_FILE = /design/flow/constraint.sdc
export NUM_CORES = 4
export LEC_CHECK = 1
export CORE_AREA = 10 10 70 70
export DIE_AREA = 0 0 80 80
File: flow/constraint.sdc
current_design cla4

set clk_period 2.2
set clk_io_pct 0.2

create_clock -name clk0 -period $clk_period

set non_clock_inputs [all_inputs -no_clocks]
set_input_delay [expr $clk_period * $clk_io_pct] -clock clk0 $non_clock_inputs
set_output_delay [expr $clk_period * $clk_io_pct] -clock clk0 [all_outputs]
File: flow/design.v
module cla4(a,b,cin,sum,cout);
input [3:0] a, b;
input cin;
output [3:0] sum;
output cout;
wire [3:0] g,p,c;
assign g = a&b;
assign p = a^b;
assign cout = g[3]+ (p[3]&g[2])+ (p[3]&p[2]&g[1])+ (p[3]&p[2]&p[1]&g[0])+ (p[3]&p[2]&p[1]&p[0]&cin);
assign c[3] = g[2]+ (p[2]&g[1])+ (p[2]&p[1]&g[0])+ (p[3]&p[2]&p[1]&g[0])+ (p[2]&p[1]&p[0]&cin);
assign c[2] = g[1]+ (p[1]&g[0])+ (p[1]&p[0]&cin);
assign c[1] = g[0]+ (p[0]&cin);
assign c[0] = cin;
assign sum = p^c;
endmodule
==> results.json <==
{
  "synthTopCellsByCount": "inv_1 (7), ha_1 (4), a31oi_1 (3), nand3_1 (3), o2111ai_1 (3)",
  "area_growth_pct": 101,
  "hp-start": "b[2]",
  "power_w": 0.000209,
  "seq_cells": 0,
  "crit_path_max_fanout": 4,
  "hold_end": "sum[2]",
  "yosysMostFrequentCell": "inv_1",
  "slowest_delay_ps": 330,
  "drive_gt1_frac": 0.582,
  "crit_type": "input port to output pin",
  "startpoint_type": "input port",
  "drc_errors": 0,
  "grt_pass1_wl_um": 2020,
  "synth.lib_cells_used.distinct": 32,
  "dpl_worst_slack_ps": -839,
  "tightest_slew_ps": 275,
  "worst_hold_path.num_cells": 5,
  "mappedNetlistArea_um2": 407,
  "vias": 488,
  "wirelength_um": 1230,
  "coreArea_mm2": 0.00342,
  "ys_warn_count": 0,
  "critPathCaptureType": "output pin",
  "setup_ws_ps": 13.5,
  "dr.pass1.iters": 3,
  "crit_family": "AND-OR/OR-AND gates",
  "ys_cells": 51,
  "hold_path_class": "input port to output pin",
  "grt_max_degree": 9,
  "synthDominantCellAreaShare": 0.123,
  "place_hpwl_um": 980,
  "cp_num_buf_inv": 3,
  "cellPowerDensity_mw_per_mm2": 256,
  "rsz0062_at_grt": "true",
  "largest_area_cell": "ha_1",
  "vias_per_cell": 3.90,
  "p_leak_nw": 0.321,
  "die_y_um": 80,
  "grt.total_usage": 0.0366,
  "grt_pass1_vias": 489,
  "drv_cap": 0,
  "floorplan.core_util": 0.119,
  "grt_overflow_total": 0,
  "arrival_ps": 1750,
  "finalHoldViolCount": 0,
  "port_buffers": 14,
  "globalplace.congestion": 0.835,
  "placementRows": 21,
  "die_width_um": 80,
  "ios": 14,
  "setup_viol": 0,
  "n_antenna_cell": 0,
  "final_cell_count_no_fill": 125,
  "period_used_share": 0.994,
  "tool_warnings": 34,
  "relSlewSlack": 0.817,
  "antenna_left": 0,
  "syn-instance-count": 51,
  "setup.worst_path.start": "b[0]",
  "die_area_mm2": 0.00640,
  "peakVddDrop_mv": 0.0550,
  "min_period_ps": 2190,
  "area_leaders": "ha_1 (12%), inv_1 (6.5%), o2111ai_1 (6.5%)",
  "drt-initial-drc-count": 7,
  "status": "finished, final reports clean",
  "ys_area_um2": 407,
  "slew_violations": 0,
  "wl_per_cell_um": 9.86,
  "yosysSeqAreaShare": 0,
  "antenna_found_initial": 0,
  "regArea_um2": 0,
  "dpl.cell_count": 119,
  "clock_buffers": 0,
  "syn_area_per_cell_um2": 7.97,
  "path_cells": "buf_8 > ha_4 > buf_6 > and4_4 > a2111oi_4 > or2_0 > o211ai_2 > buf_2",
  "cp.required_ps": 1760,
  "max_freq_ghz": 0.457,
  "cpMaxStageDelayCell": "a2111oi_4"
}
==> where the power goes <==
group / internal [W] / leakage [nW] / switching, W
combinational: 0.000125 / 0.321 / 0.0000837
clock: 0 / 0 / 0
sequential: 0 / 0 / 0
==> tightest hold or removal path: stages <==
cell             delay [ps]
clkbuf_2                100
ha_4                    150
buf_4                   110
xnor2_1                  60
clkdlybuf4s15_1         170
==> timing repair <==
action	in CTS	in global routing
buffers inserted	6	0
endpoints found under the setup margin	5	3
pin swaps	14	9
resized	55	10
hold buffers	0	0
==> layer usage <==
| metal | track usage | vias up | wire length, um |
|---|---|---|---|
| met5 | 0 | - | 0 |
| met4 | 0 | 0 | 0 |
| met3 | 0.00682 | 0 | 50 |
| met2 | 0.0658 | 5 | 620 |
| met1 | 0.0464 | 228 | 561 |
| li1 | - | 255 | - |
==> cell usage in the layout (no fill, tap or decap), types with 2 or more instances in the layout <==
cell type,Yosys,routed
buf_4,1,16
inv_1,7,6
buf_2,0,5
ha_4,0,4
buf_6,2,3
clkdlybuf4s15_1,0,3
and3b_1,2,2
xnor2_1,2,2
nand3_1,3,2
o2111ai_2,0,2
a31oi_1,3,2
clkbuf_2,1,2
clkdlybuf4s50_1,0,2
==> worst max-delay path by stage <==
stage / to / cells after the start
final: sum[3] / 8
after CTS: sum[3] / 8
after global routing: sum[3] / 8
==> stage by stage <==
step | cell area [um^2] | hold slack [ps] | util | TNS (ps)
floorplan | 407 | 1090 | - | 0
global placement | 659 | 1990 | 0.193 | -2990
detailed placement | 659 | 1990 | 0.193 | -3040
CTS | 793 | 1560 | 0.232 | -11.2
global route | 816 | 1510 | 0.239 | -79.0
finish | 816 | 1460 | 0.239 | 0
==> area by class of cell <==
cell class	count	area (um^2)
Fill cell	372	2600
Timing Repair Buffer	32	254
Multi-Input combinational cell	40	478
Inverter	7	26.3
Tap cell	46	57.6
==> cell families (layout without fill, tap and decap cells) <==
logic type / after synthesis / count (layout) / share of synthesized area
compound gates: 16 / 16 / 0.338
simple gates: 16 / 16 / 0.274
xor+xnor: 3 / 3 / 0.0646
buf+inv: 11 / 39 / 0.151
fa+ha+maj: 5 / 5 / 0.172
Power is estimated from default activity; no workload was simulated.
